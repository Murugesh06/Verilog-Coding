--- design/flow/config.mk ---
export PLATFORM = sky130hd
export DESIGN_NAME = top_module
export DESIGN_NICKNAME = top_module
export VERILOG_FILES = /design/flow/design.v
export SDC_FILE = /design/flow/constraint.sdc
export NUM_CORES = 4
export LEC_CHECK = 1
export CORE_AREA = 10 10 70 70
export DIE_AREA = 0 0 80 80
--- design/flow/design.v ---
module top_module (
    input clk,
    input reset,    
    input x,
    output z
);
    localparam [2:0] a=3'b000,b=3'b001,c=3'b010,d=3'b011,e=3'b100;
    reg [2:0] state,next;
    always @(*)begin
        case(state)
            a:begin
                next=x?b:a;
                z=0;
            end
            b:begin
                next=x?e:b;
                z=0;
            end
            c:begin
                next=x?b:c;
                z=0;
            end
            d:begin
                next=x?c:b;
                z=1;
            end
            e:begin
                next=x?e:d;
                z=1;
            end
        endcase
    end
    always @(posedge clk)begin
        if(reset) state<=a;
        else state<=next;
    end
endmodule
--- design/flow/run.sh ---
#!/bin/bash
# OpenROAD 26Q1-2900-gdf79404cd8, Yosys 0.63+post, stock flow scripts
make -C /OpenROAD-flow-scripts/flow DESIGN_CONFIG=/design/flow/config.mk WORK_HOME=/design/flow/orfs finish
--- design/flow/constraint.sdc ---
current_design top_module

set clk_period 1.0
set clk_io_pct 0.2

create_clock -name clk0 -period $clk_period [get_ports {clk}]

set non_clock_inputs [all_inputs -no_clocks]
set_input_delay [expr $clk_period * $clk_io_pct] -clock clk0 $non_clock_inputs
set_output_delay [expr $clk_period * $clk_io_pct] -clock clk0 [all_outputs]
==> results_slide.txt <==
Physical Implementation Snapshot

Place
  • Buffers added on ports: 3
  • HPWL after DPL: 316 µm
  • Final RePlAce weighted congestion: around 0.67

Timing
  • Worst slew margin relative to its limit: 0.843
  • Finish-stage setup viols: 0
  • Hold Violations, Final: 0
  • RSZ-0062 raised after global routing: no
  • Fin crit share: 0.639
  • Max Freq: 1560 MHz
  • Count of unclocked register or latch pins: 4
  • Tmin final: between 0.6 and 0.7 ns
  • Pins over their slew limit: 0
  • Number of unconstrained endpoints: 5
  • Slew @ Worst Pin: ~0.24 ns
  • Setup TNS: 0 ns

Critical path
  • Worst EP arrival: roughly 0.76 ns
  • Cell breakdown of the critical path: clkdlybuf4s50_1 -> nor2b_1
  • Worst path required time: 1.12 ns
  • CP startpoint kind: input port
  • Crit path buffers/inverters: 1
  • CP top delay family: buffers and inverters
  • Slowest CP cell: clkdlybuf4s50_1
  • CP Class: in -> reg
  • Worst-path fanout max: 3
  • Crit-path max cell delay: 0.50 ns
  • Crit. End Element: flop

Yosys
  • Share of the synthesized area in the top cell type: 0.268
  • Yosys warning count: 6
  • Area leader, netlist: dlxtn_1
  • Mux frac, synth: 0.0447
  • Seq cells post-synth: 7
  • Netlist cell types: 13
  • Number of cells in Yosys stat: 22
  • Yosys adder share: 0
  • Mean Syn Cell Area: 10.2 µm²
  • Xor/xnor share: 0.117
  • Area reported by Yosys stat: 224 µm²
  • Simple share: 0.246
  • AO/OA Area Share: 0.0391
  • Synth Cell Area: between 200 and 250 µm²
  • Synth Instances: 22
  • Top comb family, area: simple AND/OR/NAND/NOR gates
  • Area contributors post-synth: dlxtn_1 (27%), dfxtp_1 (27%), nor2b_1 (8.4%), xor2_1 (7.8%), mux2i_1 (4.5%)

Clocking
  • Clock transition at the registers of the reported paths: 0.04 ns
  • Clock buffer depth: 2
  • Hold bufs inserted after CTS: 0
  • CTS tree: yes
  • Root Buffer Master: clkbuf_4
  • CTS H-Tree Depth: 1
  • Num CTS Buffers: 3
  • Total setup buffers inserted after CTS: 0
  • Post-cts sizing count: 0

Detailed routing
  • Via density per instance: 2.13
  • # DRC: 0
  • Antenna Cells: 0
  • 1st-pass router iterations: 2
  • DRT iter0 DRCs: 24
  • ANT nets after route: 0
  • Via Count: 160
  • Drt wl/cell: 5.45 µm
  • Final WL: 409 µm

GRT
  • Pin count of the biggest net entering global routing: 7
  • GRT Residual Overflow: 0
  • Vias in the first global route: between 150 and 200
  • Number of antenna violations at the first check in global routing: 0
  • Gr usage total: 0.0130
  • First-pass GRT wire length: 696 µm

Floorplanning
  • Die ar.: 6400 µm²
  • Die Y: approximately 80 µm
  • Row count: 21
  • I/O Pins: 4
  • Fp_density: 0.0656
  • Core Region: 3420 µm²
  • Width of the die: 80 µm

Status
  • Status: finished clean

Power and ir drop
  • Peak VDD IR: 156 µV
  • PD cells: 1060 nW/µm²
  • Leak: 0.129 nW

Cells and area
  • Final Util: 0.0989
  • Area Growth Syn to Fin: 50.8%
  • Share of cells above drive strength 1: 0.172

Run
  • # Max-Cap Violations: 0
  • Tool Warnings: 25

Worst hold path
  • Worst hold path class: in -> reg
## area by class of cell
cell class / count / area (µm²)
Clock buffer: 4 / 26.3
Fill cell: 405 / 3080
Inverter: 1 / 3.75
Multi-Input combinational cell: 14 / 100
Sequential cell: 7 / 120
Tap cell: 46 / 57.6
Timing Repair Buffer: 3 / 30.0
## layer usage
metal / GRT usage / vias up / share of wire
li1: - / 85 / -
met1: 0.0141 / 71 / 0.46
met2: 0.0169 / 4 / 0.34
met3: 0.0125 / 0 / 0.19
met4: 0.00528 / 0 / 0
met5: 0 / - / 0
## power by group
part	internal (mW)	switching [mW]	total (mW)	leakage (nW)
combinational	0.0136	0.00858	0.0221	0.0584
sequential	0.124	0.00266	0.126	0.0558
clock	0.149	0.0605	0.210	0.0150
total	0.287	0.0718	0.358	0.129
## flip-flops by register name (all words and copies together) (netlist names)
signal  flops
state       3
z           1
next        3
## cell usage in the layout (no fill, tap or decap), drive strengths merged
cell type | netlist | routed
and2b | 1 | 1
and3 | 1 | 1
clkbuf | 0 | 4
clkdlybuf4s50 | 0 | 3
dfxtp | 3 | 3
dlxtn | 4 | 4
inv | 1 | 1
mux2i | 1 | 1
nand2 | 2 | 2
nand3b | 1 | 1
nor2 | 1 | 1
nor2b | 3 | 3
o32ai | 1 | 1
xnor2 | 1 | 1
xor2 | 2 | 2
## final timing paths
check                 start        to  slack, ns  cells past startpoint
worst max-delay path  reset  state[2]       0.36                      2
worst min-delay path  reset  state[1]       0.56                      2
## stage by stage
| stage | cell area [µm²] | power [mW] | setup slack [ns] | std cells | hold WS, ns |
|---|---|---|---|---|---|
| finish | 338 | 0.358 | 0.361 | 75 | 0.560 |
| global route | 338 | 0.382 | 0.330 | 75 | 0.588 |
| detailed placement | 312 | 0.150 | 0.113 | 71 | 0.803 |
| global placement | 312 | 0.149 | 0.147 | 71 | 0.776 |
| floorplan | 224 | 0.137 | 0.664 | 22 | 0.272 |
| CTS | 338 | 0.370 | 0.358 | 75 | 0.561 |
## cell families after synthesis
family                 after synthesis
AND/OR/NAND/NOR                      9
buffers and inverters                1
latches                              4
multiplexers                         1
flip-flops                           3
AND-OR/OR-AND                        1
XOR/XNOR                             3
## cell usage after synthesis
| library cell | count |
|---|---|
| and2b_2 | 1 |
| and3_1 | 1 |
| dfxtp_1 | 3 |
| dlxtn_1 | 4 |
| inv_1 | 1 |
| mux2i_1 | 1 |
| nand2_1 | 2 |
| nand3b_1 | 1 |
| nor2_2 | 1 |
| nor2b_1 | 3 |
| o32ai_1 | 1 |
| xnor2_1 | 1 |
| xor2_1 | 2 |
Power is estimated from default activity; no workload was simulated.
